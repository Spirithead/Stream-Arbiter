<file path="/design/flow/config.mk">
export PLATFORM = sky130hd
export DESIGN_NAME = comp2s
export DESIGN_NICKNAME = comp2s
export VERILOG_FILES = /design/flow/design.v
export SDC_FILE = /design/flow/constraint.sdc
export NUM_CORES = 4
export LEC_CHECK = 1
export CORE_AREA = 10 10 76 76
export DIE_AREA = 0 0 86 86
</file>
<file path="/design/flow/constraint.sdc">
current_design comp2s

set clk_period 1.0
set clk_io_pct 0.2

create_clock -name clk0 -period $clk_period [get_ports {clk}]

set non_clock_inputs [all_inputs -no_clocks]
set_input_delay [expr $clk_period * $clk_io_pct] -clock clk0 $non_clock_inputs
set_output_delay [expr $clk_period * $clk_io_pct] -clock clk0 [all_outputs]
</file>
<file path="/design/flow/design.v">
module comp2s#(
    parameter T_QOS__WIDTH = 4,
              STREAM_COUNT = 2
    )(
    input logic  clk,
    input logic  rst_n,
    input logic  can_calc,
    input logic  s_valid_i1,
    input logic  in_serv1,
    input logic  s_valid_i2,
    input logic  in_serv2,
    input logic  [T_QOS__WIDTH-1:0] X1,
    input logic  [$clog2(STREAM_COUNT):0] indexX1,
    input logic  [T_QOS__WIDTH-1:0] X2,
    input logic  [$clog2(STREAM_COUNT):0] indexX2,
    output logic [T_QOS__WIDTH-1:0] Y,
    output logic [$clog2(STREAM_COUNT):0] indexY,
    output logic [$clog2(STREAM_COUNT):0] index0Y
    );
always@(posedge clk, posedge rst_n) begin
    if(rst_n) begin
        Y <= 0;
        indexY <= STREAM_COUNT;
        index0Y <= STREAM_COUNT;
    end
    else begin
        if(can_calc) begin
            if ((X1 >= X2) && (s_valid_i1 && ~in_serv1 && s_valid_i2 && ~in_serv2) 
                || ((s_valid_i1 && ~in_serv1) && (~s_valid_i2 || in_serv2))) begin
                Y = X1;
                indexY = indexX1;
            end
            else if ((X1 < X2) && (s_valid_i1 && ~in_serv1 && s_valid_i2 && ~in_serv2)
                || ((s_valid_i2 && ~in_serv2) && (~s_valid_i1 || in_serv1))) begin
                Y = X2;
                indexY = indexX2;
            end
            else begin
                Y = 0;
                indexY = STREAM_COUNT;
            end
            if(s_valid_i1 && ~in_serv1 && s_valid_i2 && ~in_serv2)begin 
                if(X1 == 0 && X2 == 0)begin 
                    if(indexX1 <= indexX2) index0Y = indexX1;
                    else index0Y = indexX2;
                end
                else begin
                    if(X1 == 0) index0Y = indexX1; 
                    else if(X2 == 0) index0Y = indexX2; 
                    else index0Y = STREAM_COUNT; 
                end
            end
            else if(s_valid_i1 && ~in_serv1 && X1 == 0) index0Y = indexX1;
            else if(s_valid_i2 && ~in_serv2 && X2 == 0) index0Y = indexX2;
            else index0Y = STREAM_COUNT;
        end
    end
end
endmodule
</file>
<file path="/design/flow/run.sh">
#!/bin/bash
# OpenROAD 26Q1-2900-gdf79404cd8, Yosys 0.63+post, stock flow scripts
make -C /OpenROAD-flow-scripts/flow DESIGN_CONFIG=/design/flow/config.mk WORK_HOME=/design/flow/orfs finish
</file>
==> results.py <==
# Synthesis and PnR figures
metrics = {
    "status": {
        "status": "finished with violations",
        "violations": "negative setup slack",
    },
    "worst_setup_path": {
        "r2r_start": "indexY[0]",
        "required_ps": 1110,
        "startpoint_type": "input port",
        "crit_fanout": 6,
        "r2r-end": "indexY[0]",
        "crit_type": "in -> reg",
        "reg2reg_depth": 3,
        "crit_path_end_kind": "flop",
        "rrSetupSlack_ps": 10,
        "worstPathArrival_ps": 1540,
    },
    "floorplanning": {
        "num_io_pins": 27,
        "die_area_mm2": 0.00740,
        "rows": 23,
        "coreArea_mm2": 0.00412,
        "initial_utilization_pct": 15.7,
        "die_h_um": 86,
        "dieWidth_um": 86,
    },
    "sta": {
        "fin_skew_ps": 0,
        "rsz0062_at_grt": "true",
        "period_needed_ps": 1440,
        "finalHoldViolCount": 0,
        "tightest_slew_ps": 308,
        "drv_slew": 0,
        "max_freq_ghz": 0.697,
        "relSlewSlack_pct": 79.5,
        "hold_slack_ps": 221,
        "period_used_pct": 144,
        "fin_ws_ps": -435,
        "setup-violations-final": 10,
    },
    "finish": {
        "nFillCells": 400,
        "final_area_mm2": 0.00137,
        "drive_above_1_share_pct": 60.2,
        "layoutNonFillerInstCount": 183,
        "syn_to_final_growth_pct": 112,
        "layout_top_cells": "22 x buf_4, 12 x buf_6, 8 x inv_1",
        "layout_top_cell": "buf_4",
    },
    "clocking": {
        "tritoncts.num_buffers": 3,
        "cts_max_path_buffers": 2,
        "clk_pin_slew_ps": 40,
        "clkLatencyLatePin_ps": 230,
        "cts-root-buf": "clkbuf_8",
        "h-tree-depth": 1,
        "cts_tree": "built",
        "cts.sinks": 8,
        "hold_buffers": 0,
    },
    "logic_synthesis": {
        "ys_ff": 8,
        "postSynthCellCount": 73,
        "avgSynthCellArea_um2": 8.88,
        "yosys-stat-cells": 73,
        "synth_cell_types": 27,
        "syn_area_um2": 648,
        "yosys_area_um2": 648,
        "ys_warn_count": 1,
        "ys_seq_share_pct": 31.3,
    },
    "global_route": {
        "antenna_found_initial": 0,
        "grt_max_degree": 9,
        "grt_first_pass_wirelength_mm": 3.92,
        "grt_overflow": 0,
        "track_usage_pct": 6.17,
        "grt_pass1_vias": 845,
    },
    "detailed_routing": {
        "vias": 790,
        "drt_pass1_iterations": 4,
        "first_iter_violations": 35,
        "n_antenna_cell": 0,
        "routed_via_density": 4.32,
        "drcViolationCount": 0,
        "ant_nets": 0,
        "routed_wirelength_mm": 2.28,
        "wl_per_cell_um": 12.5,
    },
    "power": {
        "vdd_drop_max_mv": 0.313,
        "total_power_mw": 1.22,
        "power_density_mw_per_mm2": 885,
        "leakage_nw": 0.637,
    },
    "placement": {
        "hpwlAfterDp_mm": 1.88,
        "dp_cells": 170,
        "gp_congestion": 0.815,
        "dpl_cell_area_mm2": 0.00119,
        "dp_slack_ps": -1230,
        "io_buffers": 26,
    },
    "hold_path": {
        "hold_path_class": "in -> async",
    },
    "flow_run": {
        "warnings": 28,
        "drv_cap": 0,
    },
}
## synth_stat cells
| cell type | n | area share, % |
|---|---|---|
| a2111oi_0 | 1 | 1.4 |
| a21oi_1 | 6 | 4.6 |
| a221o_1 | 4 | 6.2 |
| a221o_2 | 1 | 1.7 |
| a221oi_1 | 1 | 1.4 |
| a31oi_1 | 1 | 0.97 |
| and2b_1 | 1 | 1.2 |
| clkbuf_4 | 1 | 1.2 |
| dfrtp_1 | 6 | 23 |
| dfstp_2 | 2 | 8.1 |
| ha_1 | 6 | 12 |
| inv_1 | 10 | 5.8 |
| nand2_1 | 7 | 4.1 |
| nand2b_1 | 2 | 1.9 |
| nor2_1 | 2 | 1.2 |
| nor2b_1 | 7 | 6.8 |
| nor3_2 | 1 | 1.5 |
| nor4_1 | 1 | 0.97 |
| nor4_2 | 1 | 1.9 |
| o211a_1 | 1 | 1.5 |
| o211ai_1 | 1 | 1.2 |
| o21ai_0 | 3 | 2.3 |
| o21ai_1 | 2 | 1.5 |
| o311a_1 | 1 | 1.5 |
| o311ai_1 | 1 | 1.4 |
| o32a_1 | 1 | 1.5 |
| or4_4 | 2 | 3.5 |
## sequential cells by signal, indices dropped and copies added, names as in the netlist
| name | cells |
|---|---|
| Y | 4 |
| index0Y | 2 |
| indexY | 2 |
## worst max-delay path, stage by stage
cell and delay [ps]:
buf_8 100, ha_4 220, nand2b_4 130, a21oi_2 130, o21ai_2 80, o311a_4 350, a221o_2 330
## kinds of logic (layout without fill, tap and decap cells)
| family | after synthesis | count (layout) | share of synthesized area, % |
|---|---|---|---|
| and+or+nand+nor | 24 | 24 | 23.0 |
| AOI/OAI and AO/OA | 24 | 24 | 27.2 |
| adders and majority gates | 6 | 6 | 11.6 |
| buffers and inverters | 11 | 71 | 6.95 |
| DFF | 8 | 8 | 31.3 |
## worst max path at each step
| stage | start | to | slack, ps | cells after the start |
|---|---|---|---|---|
| CTS | X2[0] | index0Y[0] | -460 | 6 |
| global route | X2[0] | Y[1] | -480 | 7 |
| finish | X2[0] | Y[2] | -440 | 7 |
## per-stage QoR
stage	utilization [%]	TNS, ps
4_1_cts	33.7	-3400
2_1_floorplan	-	-3930
6_report	33.4	-3320
3_5_place_dp	29.0	-9750
5_1_grt	33.4	-3750
3_3_place_gp	29.0	-9570
## cell type report
class	instances	area, um^2	share of cell area [%]
multi-input cells	54	527	38.3
repair buffers	57	482	35.1
flip-flops and latches	8	203	14.8
inverters	10	55.1	4.01
clock buffers	4	45.0	3.28
well taps	50	62.6	4.55
## timing repair
item | 4_1_cts | 5_1_grt
endpoints found under the setup margin | 16 | 16
buffers inserted | 9 | 0
gates resized | 86 | 14
pin swaps | 22 | 9
## metal layers
layer | wire [um] | part of all wire (%) | GRT usage (%)
met1 | 1070 | 47 | 8.33
met2 | 957 | 42 | 9.20
met4 | 28 | 1.2 | 0.749
met3 | 221 | 9.7 | 2.57
met5 | 0 | 0 | 0
## power by group
group          leakage [nW]  total (mW)  internal, mW  switching (mW)
logic                 0.514       0.449         0.268           0.181
registers             0.101       0.370         0.356          0.0138
clock network        0.0228       0.396         0.276           0.121
total                 0.637        1.22         0.900           0.316
Power figures rest on the tool's default switching activity, not on a simulated workload.
